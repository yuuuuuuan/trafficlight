File: flow/run.sh
#!/bin/bash
# OpenROAD 26Q1-2900-gdf79404cd8, Yosys 0.63+post, stock flow scripts
make -C /OpenROAD-flow-scripts/flow DESIGN_CONFIG=/design/flow/config.mk WORK_HOME=/design/flow/orfs finish
File: flow/config.mk
export PLATFORM = sky130hd
export DESIGN_NAME = jiaotong
export DESIGN_NICKNAME = jiaotong
export VERILOG_FILES = /design/flow/design.v
export SDC_FILE = /design/flow/constraint.sdc
export NUM_CORES = 4
export LEC_CHECK = 1
export CORE_AREA = 10 10 92 92
export DIE_AREA = 0 0 102 102
File: flow/constraint.sdc
current_design jiaotong

set clk_period 9.8
set clk_io_pct 0.2

create_clock -name clk0 -period $clk_period [get_ports {CLK}]

set non_clock_inputs [all_inputs -no_clocks]
set_input_delay [expr $clk_period * $clk_io_pct] -clock clk0 $non_clock_inputs
set_output_delay [expr $clk_period * $clk_io_pct] -clock clk0 [all_outputs]
File: flow/design.v
module jiaotong(CLK,RST,Num,SEG1,SEG2,SEG3,SEG4,SEG5,SEG6,MLED,CLED,S,LED6,LED7,LED8,LED9);
	input CLK,RST,S;
	output reg LED6,LED7,LED8,LED9;
	output reg [2:0]MLED,CLED;
	output reg [7:0]Num;
	output reg [6:0]SEG1,SEG2,SEG3,SEG4,SEG5,SEG6;
	reg[3:0] Num1;
	reg[3:0] Num2;
	reg [25:0]cnt;
	reg C;
	reg [2:0]state;
	parameter S1=3'b000,S2=3'b001,S3=3'b010,S4=3'b011;
	initial
		begin
			LED6=0;
			LED7=0;
			LED8=0;
			LED9=0;
			SEG3=7'b1111111;
			SEG4=7'b1111111;
			SEG5=7'b1111111;
			SEG6=7'b1111111;
			Num=8'd60;
			Num2=4'd0;
			Num1=4'd0;
			cnt=26'd0;			
			C=1'b0;
			state=S1;
		end
	always @(posedge CLK)
		begin
			cnt<=cnt+1;
			if(cnt>(9999999))		 
				begin
					cnt<=0;
					C<=1'b1;
				end
			else
				C<=1'b0;
		end
	always @(posedge CLK or negedge RST)
		begin
			if(!RST)
				begin
					state=S1;
					MLED=3'b001;
					CLED=3'b100;
					Num<='d60;
				end
			else				
				begin
					Num<=Num-1;
					case(state)
						S1:
							begin
								if(Num=='d0)
									begin
										if(S==1)
											begin
												state=S2;
												MLED=3'b010;
												CLED=3'b001;
												Num<='d4;
											end										
										else
											begin
												state=S1;
												MLED=3'b001;
												CLED=3'b100;
												Num<='d60;
											end
									end
							end
						S2:
							begin
								if(S==0)
									begin
										state=S4;
										MLED=3'b100;
										CLED=3'b010;
										Num<='d4;
									end
								else
									begin
										if(Num=='d0)
											begin
												state=S3;
												MLED=3'b100;
												CLED=3'b001;
												Num<='d20;
											end
									end
							end
						S3:
							begin
								if(S==0)
									begin
										state=S4;
										MLED=3'b100;
										CLED=3'b010;
										Num<='d4;
									end
								if(Num=='d0)
									begin
										state=S4;
										MLED=3'b100;
										CLED=3'b010;
										Num<='d4;
									end
							end
						S4:
							begin
								if(Num=='d0)
									begin
										state=S1;
										MLED=3'b001;
										CLED=3'b100;
										Num<='d60;
									end
							end
						default:
							begin
								state=S1;
								MLED=3'b001;
								CLED=3'b100;
								Num<='d60;
							end
					endcase
				end
		end
		always @(Num)
			begin
				Num2<=(Num/10%10);
				Num1<=(Num%10);
				case(Num1)
					4'b0000:SEG1<=7'b1000000;
					4'b0001:SEG1<=7'b1111001;
					4'b0010:SEG1<=7'b0100100;
					4'b0011:SEG1<=7'b0110000;
					4'b0100:SEG1<=7'b0011001;
					4'b0101:SEG1<=7'b0010010;
					4'b0110:SEG1<=7'b0000010;
					4'b0111:SEG1<=7'b1111000;
					4'b1000:SEG1<=7'b0000000;
					4'b1001:SEG1<=7'b0010000;
					default:SEG1<=7'b0001110;
				endcase
				case(Num2)
					4'b0000:SEG2<=7'b1000000;
					4'b0001:SEG2<=7'b1111001;
					4'b0010:SEG2<=7'b0100100;
					4'b0011:SEG2<=7'b0110000;
					4'b0100:SEG2<=7'b0011001;
					4'b0101:SEG2<=7'b0010010;
					4'b0110:SEG2<=7'b0000010;
					4'b0111:SEG2<=7'b1111000;
					4'b1000:SEG2<=7'b0000000;
					4'b1001:SEG2<=7'b0010000;
					default:SEG2<=7'b0001110;
				endcase
			end
endmodule
==> flow_results.xml <==
<?xml version="1.0" encoding="UTF-8"?>
<metrics>
  <group name="status">
    <metric name="result_of_the_run" unit="">complete, no violations</metric>
  </group>
  <group name="place">
    <metric name="finalWeightedCongestion" unit="">0.946</metric>
    <metric name="placement.setup.worst_slack" unit="ns">1.99</metric>
    <metric name="place.detailed.hpwl" unit="µm">5660</metric>
    <metric name="detailed_place.area" unit="mm²">0.00306</metric>
    <metric name="dpl.cell_count" unit="">502</metric>
    <metric name="tally_of_buffers_added_on_design_ports" unit="">30</metric>
  </group>
  <group name="route">
    <metric name="postRouteWirelength" unit="µm">7590</metric>
    <metric name="remaining_drc_errors" unit="">0</metric>
    <metric name="wl_per_cell" unit="µm">15.0</metric>
    <metric name="final_antenna_net_count" unit="">0</metric>
    <metric name="first_pass_iters" unit="">5</metric>
    <metric name="detail_route.iter0.violations" unit="">196</metric>
    <metric name="dr_total_vias" unit="">2948</metric>
    <metric name="insertedDiodeCount" unit="">0</metric>
    <metric name="detailed_route_vias_per_instance" unit="">5.83</metric>
  </group>
  <group name="worst_setup_path">
    <metric name="arrival" unit="ns">6.15</metric>
    <metric name="required_time_of_the_critical_path" unit="ns">7.84</metric>
    <metric name="timing.critical_path.fanout_max" unit="">28</metric>
    <metric name="critical_path_class" unit="">flop to output port</metric>
    <metric name="regToRegSetupSlack" unit="ns">7.17</metric>
    <metric name="regToRegStartpoint" unit="">Num[1]</metric>
    <metric name="critPathCaptureType" unit="">output port</metric>
    <metric name="regToRegEndpoint" unit="">MLED[1]</metric>
    <metric name="worst_setup_path_start_kind" unit="">flop</metric>
    <metric name="worstRegToRegCells" unit="">5</metric>
  </group>
  <group name="final_timing">
    <metric name="finalCriticalPeriod" unit="ns">8.11</metric>
    <metric name="grt_setup_unrepaired" unit="">false</metric>
    <metric name="timing.final.max_slew_violations" unit="">0</metric>
    <metric name="finClkSkew" unit="ns">0.00277</metric>
    <metric name="fmax" unit="GHz">0.123</metric>
    <metric name="worstMarginPinSlew" unit="ns">0.764</metric>
    <metric name="finalCritPeriodShare" unit="">0.828</metric>
    <metric name="hold_viol_final" unit="">0</metric>
    <metric name="final.setup.tns" unit="ns">0</metric>
    <metric name="post-route-worst-setup-slack" unit="ns">1.69</metric>
    <metric name="timing.slew.headroom" unit="">0.489</metric>
    <metric name="final-setup-viol-count" unit="">0</metric>
  </group>
  <group name="floorplanning">
    <metric name="init_core_util" unit="">0.447</metric>
    <metric name="core_region_area" unit="mm²">0.00646</metric>
    <metric name="die_x" unit="µm">102</metric>
    <metric name="ioPinCount" unit="">63</metric>
    <metric name="die_h" unit="µm">102</metric>
    <metric name="placement_rows" unit="">29</metric>
    <metric name="die_area" unit="mm²">0.0104</metric>
  </group>
  <group name="synthesis">
    <metric name="count_of_flip_flops_with_a_built_in_enable_after_synthesis" unit="">0</metric>
    <metric name="synth-compound-area-share" unit="">0.333</metric>
    <metric name="yosys.area_share.xor_xnor" unit="">0.0333</metric>
    <metric name="postSynthSeqShare" unit="">0.132</metric>
    <metric name="ys_sh_simple" unit="">0.254</metric>
    <metric name="ys_types" unit="">73</metric>
    <metric name="netlist_area" unit="mm²">0.00289</metric>
    <metric name="logic_family_by_area" unit="">AND-OR/OR-AND gates</metric>
    <metric name="postSynth.topFlopCell" unit="">dfrtp_1</metric>
    <metric name="ys_async_sr_fraction" unit="">1.00</metric>
    <metric name="numSynthFlops" unit="">15</metric>
    <metric name="fa_ha_area_frac" unit="">0.0858</metric>
    <metric name="synth.yosys.num_cells" unit="">421</metric>
    <metric name="ys_warn_count" unit="">1</metric>
    <metric name="muxShareOfSynthArea" unit="">0.0113</metric>
    <metric name="yosys-stat-area" unit="mm²">0.00289</metric>
    <metric name="synth_cells" unit="">421</metric>
    <metric name="post_synth.cell_area_avg" unit="µm²">6.86</metric>
  </group>
  <group name="flow_run">
    <metric name="stage_log_warnings" unit="">36</metric>
    <metric name="cap_violations" unit="">0</metric>
  </group>
  <group name="cts">
    <metric name="numClockSinks" unit="">15</metric>
    <metric name="clk_latency" unit="ns">0.24</metric>
    <metric name="clock_path_buffers" unit="">2</metric>
    <metric name="tritoncts" unit="">yes</metric>
    <metric name="cts_made_buffers" unit="">3</metric>
    <metric name="clk_pin_slew" unit="ns">0.06</metric>
    <metric name="cts.repair.resized" unit="">0</metric>
    <metric name="clockRootBuffer" unit="">clkbuf_8</metric>
    <metric name="cts_setup_buffers" unit="">0</metric>
    <metric name="post_cts_hold_buffer_count" unit="">0</metric>
    <metric name="htree_num_levels" unit="">1</metric>
  </group>
  <group name="worst_hold_path">
    <metric name="worst_hold_path.endpoint" unit="">MLED[1]</metric>
    <metric name="min-delay-start" unit="">MLED[1]</metric>
    <metric name="hp-class" unit="">flop to flop</metric>
    <metric name="hold-path-cell-count" unit="">2</metric>
  </group>
  <group name="layout">
    <metric name="layout-drive-gt1-share" unit="">0.0559</metric>
    <metric name="layout.filler_cells" unit="">656</metric>
    <metric name="layoutNonFillerInstCount" unit="">506</metric>
    <metric name="footprint_of_the_flip_flops_and_latches" unit="µm²">382</metric>
    <metric name="post_route_cell_area" unit="mm²">0.00310</metric>
    <metric name="mi_comb_area" unit="mm²">0.00219</metric>
    <metric name="area_growth_syn_to_layout" unit="%">7.41</metric>
  </group>
  <group name="global_routing">
    <metric name="grt_pass1_wl" unit="µm">12600</metric>
    <metric name="first_global_vias" unit="">2676</metric>
    <metric name="grt_start_max_net_pins" unit="">31</metric>
    <metric name="grt_antenna_before_repair" unit="">0</metric>
    <metric name="overflow" unit="">0</metric>
    <metric name="grt_util_all_layers" unit="">0.140</metric>
  </group>
  <group name="pwr">
    <metric name="power_density" unit="mW/mm²">36.9</metric>
    <metric name="power.static_leakage" unit="nW">1.36</metric>
    <metric name="irDropWorstVdd" unit="µV">45.7</metric>
    <metric name="post-layout-total-power" unit="mW">0.115</metric>
  </group>
</metrics>
==> worst max-delay path: stages, from the launching register on <==
cell	delay [ns]
dfrtp_1	0.59
nor2_1	0.33
inv_1	0.14
ha_1	0.38
nand3b_2	0.32
and3_1	0.22
or2_1	0.25
a222oi_1	0.61
a211oi_4	0.12
buf_4	0.24
or2_4	0.27
o211a_1	0.23
nand2_2	0.15
inv_2	0.10
xnor2_1	0.18
ha_1	0.46
inv_1	0.10
o41ai_1	0.39
a2111oi_0	0.12
a2bb2oi_1	0.19
clkdlybuf4s50_1	0.48
==> layout by cell type (no fill, tap or decap), types with 4 or more instances in the layout <==
master	n
nand2_1	52
nor2_1	33
o21ai_0	33
conb_1	32
a21oi_1	31
clkdlybuf4s50_1	30
ha_1	19
nand3_1	17
inv_1	16
dfrtp_1	10
nor3_1	8
nor2b_1	7
o31ai_1	7
xor2_1	6
or3_1	6
a21o_1	6
nand2b_1	6
dfstp_2	5
xnor2_1	5
o22ai_1	5
o21ai_1	5
a31oi_1	4
and3_1	4
a211oi_1	4
o211ai_1	4
==> Yosys cell counts (6+ instances only) <==
library cell,n,area share
a21o_1,6,0.016
a21oi_1,31,0.054
buf_4,35,0.091
clkbuf_1,14,0.018
dfrtp_1,10,0.087
ha_1,19,0.082
inv_1,16,0.021
nand2_1,52,0.068
nand2b_1,6,0.013
nand3_1,17,0.029
nor2_1,33,0.043
nor2b_1,7,0.015
nor3_1,8,0.014
o21ai_0,33,0.057
o31ai_1,7,0.018
or3_1,6,0.013
xor2_1,6,0.018
==> cell type report <==
cell class,instances,share of cell area
Inverter,19,0.0230
Sequential cell,15,0.123
Multi-Input combinational cell,359,0.707
Clock buffer,4,0.0145
Timing Repair Buffer,32,0.102
Tap cell,77,0.0310
==> metrics by stage <==
stage,util,hold WS [ns]
final,0.480,0.485
after detailed placement,0.473,0.468
after global placement,0.473,0.467
after floorplan,-,0.421
after global routing,0.480,0.516
after CTS,0.480,0.487
==> routing by layer <==
layer / vias to the layer above / share of wire / GRT usage
li1: 1480 / - / -
met4: 0 / 0.011 / 0.0195
met2: 110 / 0.46 / 0.230
met5: - / 0 / 0
met3: 10 / 0.070 / 0.0198
met1: 1348 / 0.46 / 0.197
==> power breakdown <==
| group | internal (mW) | switching, mW |
|---|---|---|
| logic | 0.000897 | 0.00237 |
| clock network | 0.0287 | 0.0205 |
| registers | 0.0621 | 0 |
| total | 0.0917 | 0.0228 |
==> how the worst max path moves through the flow <==
stage / from / cells past startpoint / slack [ns] / to
final: Num[6] / 20 / 1.69 / SEG1[3]
after global routing: Num[6] / 20 / 1.22 / SEG1[3]
after CTS: Num[6] / 20 / 1.73 / SEG1[3]
==> logic make-up after synthesis <==
family	count (synthesis)
xor gates and xnor gates	11
muxes	2
adders and majority gates	20
and+or+nand+nor	152
other	2
buffers and inverters	77
DFF	15
AOI/OAI and AO/OA	142
==> flip-flops by register name, summed over array words and instances (netlist names) <==
register and flops:
Num 8, state 2, MLED 3, CLED 2
Power figures rest on the tool's default switching activity, not on a simulated workload.
